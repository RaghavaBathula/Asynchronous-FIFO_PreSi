`/design/flow/constraint.sdc`:
```
current_design async_fifo1

set clk_period 105.9
set clk_io_pct 0.2

create_clock -name clk0 -period $clk_period [get_ports {rclk}]
create_clock -name clk1 -period $clk_period [get_ports {wclk}]

set non_clock_inputs [all_inputs -no_clocks]
set_input_delay [expr $clk_period * $clk_io_pct] -clock clk0 $non_clock_inputs
set_output_delay [expr $clk_period * $clk_io_pct] -clock clk0 [all_outputs]
```
`/design/flow/design.v`:
```
interface up_if(input wclk, input wrst_n);
   logic [7:0] wdata;
   logic winc;
   logic wfull;
endinterface
interface down_if(input rclk, input rrst_n);
   logic [7:0] rdata;
   logic rinc;
   logic rempty;
endinterface
module async_fifo1 #(parameter DSIZE = 8, parameter ASIZE = 9)
(output [DSIZE-1:0] rdata,
 output wfull,
 output rempty,
 input [DSIZE-1:0] wdata,
 input winc, wclk, wrst_n,
 input rinc, rclk, rrst_n);
 wire [ASIZE-1:0] waddr, raddr;
 wire [ASIZE:0] wptr, rptr, wq2_rptr, rq2_wptr;
 sync_r2w #(ASIZE) sync_r2w (.wq2_rptr(wq2_rptr), .rptr(rptr), .wclk(wclk), .wrst_n(wrst_n));
 sync_w2r #(ASIZE) sync_w2r (.rq2_wptr(rq2_wptr), .wptr(wptr), .rclk(rclk), .rrst_n(rrst_n));
 fifomem #(DSIZE, ASIZE) fifomem (.rdata(rdata), .wdata(wdata), .waddr(waddr), .raddr(raddr), .wclken(winc), .wfull(wfull), .wclk(wclk));
 rptr_empty #(ASIZE) rptr_empty (.rempty(rempty), .raddr(raddr), .rptr(rptr), .rq2_wptr(rq2_wptr), .rinc(rinc), .rclk(rclk), .rrst_n(rrst_n));
 wptr_full #(ASIZE) wptr_full (.wfull(wfull), .waddr(waddr), .wptr(wptr), .wq2_rptr(wq2_rptr), .winc(winc), .wclk(wclk), .wrst_n(wrst_n));
endmodule
module fifomem #(parameter DATASIZE = 8,  
 parameter ADDRSIZE = 9)  
 (output [DATASIZE-1:0] rdata,  
 input [DATASIZE-1:0] wdata,	 
 input [ADDRSIZE-1:0] waddr, raddr,
 input wclken, wfull, wclk);
 localparam DEPTH = 1<<ADDRSIZE;     
 reg [DATASIZE-1:0] mem [0:DEPTH-1];
 assign rdata = mem[raddr];             
 always @(posedge wclk)
 if (wclken && !wfull) mem[waddr] <= wdata;    
endmodule
module rptr_empty #(parameter ADDRSIZE = 9)
 (output reg rempty,
 output [ADDRSIZE-1:0] raddr,
 output reg [ADDRSIZE :0] rptr,
 input [ADDRSIZE :0] rq2_wptr,
 input rinc, rclk, rrst_n);
 reg [ADDRSIZE:0] rbin;
 wire [ADDRSIZE:0] rgraynext, rbinnext;
 always @(posedge rclk or negedge rrst_n)
 if (!rrst_n) {rbin, rptr} <= 0;
 else {rbin, rptr} <= {rbinnext, rgraynext};
 assign raddr = rbin[ADDRSIZE-1:0];
 assign rbinnext = rbin + (rinc & ~rempty);
 assign rgraynext = (rbinnext>>1) ^ rbinnext;
 assign rempty_val = (rgraynext == rq2_wptr);
 always @(posedge rclk or negedge rrst_n)
 if (!rrst_n) rempty <= 1'b1;
 else rempty <= rempty_val;
endmodule
module sync_r2w #(parameter ADDRSIZE = 9)
 (output reg [ADDRSIZE:0] wq2_rptr,
 input [ADDRSIZE:0] rptr,
 input wclk, wrst_n);
 reg [ADDRSIZE:0] wq1_rptr;
 always @(posedge wclk or negedge wrst_n)
 if (!wrst_n) {wq2_rptr,wq1_rptr} <= 0;
 else {wq2_rptr,wq1_rptr} <= {wq1_rptr,rptr};
endmodule
module sync_w2r #(parameter ADDRSIZE = 9)
 (output reg [ADDRSIZE:0] rq2_wptr,
 input [ADDRSIZE:0] wptr,
 input rclk, rrst_n);
 reg [ADDRSIZE:0] rq1_wptr;
 always @(posedge rclk or negedge rrst_n)
 if (!rrst_n) {rq2_wptr,rq1_wptr} <= 0;
 else {rq2_wptr,rq1_wptr} <= {rq1_wptr,wptr};
endmodule
module wptr_full #(parameter ADDRSIZE = 9)
 (output reg wfull,
 output [ADDRSIZE-1:0] waddr,
 output reg [ADDRSIZE :0] wptr,
 input [ADDRSIZE :0] wq2_rptr,
 input winc, wclk, wrst_n);
 reg [ADDRSIZE:0] wbin;
 wire [ADDRSIZE:0] wgraynext, wbinnext;
 always @(posedge wclk or negedge wrst_n)
 if (!wrst_n) {wbin, wptr} <= 0;
 else {wbin, wptr} <= {wbinnext, wgraynext};
 assign waddr = wbin[ADDRSIZE-1:0];
 assign wbinnext = wbin + (winc & ~wfull);
 assign wgraynext = (wbinnext>>1) ^ wbinnext;
 assign wfull_val = (wgraynext=={~wq2_rptr[ADDRSIZE:ADDRSIZE-1],
 wq2_rptr[ADDRSIZE-2:0]});
 always @(posedge wclk or negedge wrst_n)
 if (!wrst_n) wfull <= 1'b0;
 else wfull <= wfull_val;
endmodule
```
`/design/flow/config.mk`:
```
export PLATFORM = sky130hd
export DESIGN_NAME = async_fifo1
export DESIGN_NICKNAME = async_fifo1
export VERILOG_FILES = /design/flow/design.v
export SDC_FILE = /design/flow/constraint.sdc
export NUM_CORES = 4
export LEC_CHECK = 1
export CORE_UTILIZATION = 50
```
`/design/flow/run.sh`:
```
#!/bin/bash
# OpenROAD 26Q1-2900-gdf79404cd8, Yosys 0.63+post, stock flow scripts
make -C /OpenROAD-flow-scripts/flow DESIGN_CONFIG=/design/flow/config.mk WORK_HOME=/design/flow/orfs finish
```
==> results_slide.txt <==
Implementation Results

Detailed routing
  – DR vias: 80,450
  – Iteration-0 DRC Markers: 5,515
  – TritonRoute pass-1 iters: 6
  – Post-DRT Antenna Nets: 0
  – Vias per cell: 6.253
  – DRC errors left: 0
  – Wire per inst: 34.97 um
  – Detailed Route WL: 449,900 um

Setup path
  – WP data arrival: 8610 ps
  – Endpoint class of the critical path: output pin
  – Critical path type: reg2out
  – Crit path required time: 84,720 ps
  – CP Max Fanout: 40
  – Crit path launch type: flop
  – Crit. Startpoint: rptr_empty.rbin[0]
  – Reg-to-Reg Start: rptr_empty.rbin[4]

Synth
  – Post-synthesis sequential area ratio: 0.7692
  – Synth async-reset ratio: 0.01916
  – Yosys Chip Area: 162,500 um^2
  – Synth warn: 7
  – Synth unique cells: 65
  – # Cells Yosys: 7,794
  – Mapped cell area: 162,500 um^2
  – Synth flops: 4,176
  – Synth area leaders: edfxtp_1 76%, mux4_2 12%, mux2i_1 3.2%
  – Synthesized instance count: 7,794
  – Syn_area_per_cell: 20.85 um^2
  – Ys flop type: edfxtp_1
  – Area leader, netlist: edfxtp_1
  – Top-area cell share: 0.7569
  – EDFF count, synth: 4,096

Power and ir drop
  – Clock power frac: 0.303
  – Sw Pwr: 1.597 mW
  – Reg power frac: 0.385
  – Internal power: 3.222 mW
  – Leakage: 58.05 nW
  – Logic pwr share: 0.311
  – Peak VDD IR: 0.00001653 V
  – Power Dens Cells: 26.41 nW/um^2
  – Switch share: 0.3314

Global routing
  – Total Routing Usage GR: 0.3176
  – Vias in the first global route: 87,800
  – Initial antenna violation count: 23
  – Remaining Overflow, GRT: 0
  – Global-route wire length before repair: 640,800 um
  – Largest net degree at the start of global routing: 145

Timing
  – RSZ-0062 raised after global routing: false
  – Worst slew pin tran: 1449 ps
  – Final Max Slew Viols: 0
  – Setup tns final: 0 ps
  – Final setup fails: 0
  – Endpoints failing hold: 0
  – Clock Skews: 52.35 ps
  – Worst relative slew slack: 0.02500

Placement
  – I/O Buffers: 22
  – Global placer's final weighted congestion: 0.8972
  – Placed cell area: 168,700 um^2
  – DP Wirelength: 273,200 um

Clock tree
  – Post-CTS Setup Repair Bufs: 0
  – Reg clk slew, reported paths: 60 ps
  – PostCTS Resize Cnt: 0
  – # hold bufs at CTS: 10
  – Clk sink count: 4,176
  – CTS tree: built

Finish
  – Share of cells above drive strength 1: 0.2332
  – Multi-input gate area: 34,700 um^2
  – Fill count: 23,300
  – Commonest cells after routing, fill and taps aside: 4,096 x edfxtp_1, 853 x mux4_2, 558 x nor2_1
  – Finished Cell Area: 182,500 um^2
  – Area Overhead vs Synth: 12.29%
  – Flip-flop and latch area: 125,000 um^2
  – Top cell excl fill/tap: edfxtp_1

Floorplan
  – Total core area: 322,200 um^2
  – # IOs: 24
  – Die Height: 572.1 um
  – Fp util: 0.5044
  – Cell row count: 208
  – Die area: 327,300 um^2
  – Die X-Extent: 572.1 um

Flow run
  – Max Cap Viol: 0
  – Tool warnings: 39

Min path
  – Min-delay src: rptr_empty.rptr[3]
  – Min-delay worst type: reg2reg

Run status
  – Outcome: complete, no violations
-- synthesized netlist by cell type (25+ instances only) --
cell and count:
o22ai_1 91, a221oi_1 65, buf_6 83, edfxtp_1 4096, a211oi_1 42, o21ai_0 60
buf_4 57, a22oi_1 52, mux4_2 853, clkbuf_1 230, buf_2 73, xnor2_1 29
xor2_1 25, nor2_1 566, o221ai_1 84, buf_1 28, dfrtp_1 79, nor3_1 50
o31ai_1 25, nand3_1 33, a21oi_1 147, mux2_2 50, nor2b_1 25, mux2i_1 518
nand2_1 161
-- path summary, 6_finish.rpt --
path | end | slack, ps | depth (start not counted)
setup / recovery | rdata[5] | 76110 | 15
hold / removal | sync_r2w.wq1_rptr[3] | 200 | 1
setup reg to reg | rptr_empty.rempty | 101480 | 10
hold reg to reg | sync_r2w.wq1_rptr[3] | 200 | 1
max in group clk1 | fifomem.mem[102][7] | 81830 | 8
max in group asynchronous | rptr_empty.rbin[0] | 84540 | 2
min in group clk0 | sync_w2r.rq2_wptr[9] | 350 | 0
min in group asynchronous | sync_r2w.wq2_rptr[2] | 20280 | 2
-- per-stage QoR --
step	cells	power (mW)	utilization	worst slack [ps]	hold slack, ps
after floorplan	7794	2.771	-	82030	331.2
after global placement	12050	3.376	0.5237	76120	331.4
after detailed placement	12050	3.378	0.5238	76290	334.7
after CTS	12840	4.834	0.5662	75970	142.8
after global routing	12860	4.983	0.5663	75730	202.7
final	12870	4.819	0.5664	76110	196.5
-- logic make-up (layout without fill, tap and decap cells) --
logic type	Yosys count	count (layout)	synth area share
mux	1426	1426	0.1544
compound gates	695	695	0.03015
buf+inv	512	1257	0.01898
flops	4176	4176	0.7692
fa+ha+maj	4	4	0.0003080
other cells	0	23	0
xor+xnor	54	54	0.002910
simple gates	927	927	0.02401
-- area by class of cell --
class / instances / area share
diodes: 23 / 0.0003154
clock buffers: 527 / 0.06142
clock inverters: 252 / 0.01290
inverters: 22 / 0.0005211
multi-input cells: 3106 / 0.1902
flip-flops and latches: 4176 / 0.6851
well taps: 4305 / 0.02952
repair buffers: 456 / 0.02001
-- sequential cells by signal, summed over array words and instances (netlist names) --
name and cells:
wptr_full.wbin 9, fifomem.mem 4096, rptr_empty.rbin 9, rptr_empty.rempty 1
sync_r2w.wq1_rptr 10, rptr_empty.rptr 10, sync_w2r.rq2_wptr 10, sync_r2w.wq2_rptr 10
sync_w2r.rq1_wptr 10, wptr_full.wptr 10, wptr_full.wfull 1
-- routing by layer --
| layer | vias up | part of all wire | GRT usage |
|---|---|---|---|
| met4 | 59 | 0.038 | 0.08980 |
| met3 | 811 | 0.20 | 0.2740 |
| li1 | 33230 | - | - |
| met5 | - | 0.0036 | 0.03998 |
| met1 | 40830 | 0.31 | 0.4077 |
| met2 | 5524 | 0.45 | 0.4224 |
-- critical path: stages (launching register included) --
cell and delay, ps:
dfrtp_4 800, buf_4 530, buf_4 530, buf_4 670, buf_4 610, buf_4 650, buf_4 660, mux4_2 600
mux4_2 500, mux2i_1 310, nor2_1 170, nor4_1 830, buf_4 240, a211o_1 100, a32oi_1 290, clkdlybuf4s50_1 570
-- power groups by stage --
| stage | Combinational [mW] | Clock (mW) | Sequential, mW |
|---|---|---|---|
| after CTS | 1.49 | 1.48 | 1.86 |
| after global routing | 1.58 | 1.54 | 1.86 |
| final | 1.50 | 1.46 | 1.86 |
Power is estimated from default activity; no workload was simulated.
